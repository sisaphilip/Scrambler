**flow/run.sh**
```bash
#!/bin/bash
# OpenROAD 26Q1-2900-gdf79404cd8, Yosys 0.63+post, stock flow scripts
make -C /OpenROAD-flow-scripts/flow DESIGN_CONFIG=/design/flow/config.mk WORK_HOME=/design/flow/orfs finish
```
**flow/config.mk**
```make
export PLATFORM = sky130hd
export DESIGN_NAME = Scrambler
export DESIGN_NICKNAME = Scrambler
export VERILOG_FILES = /design/flow/design.v
export SDC_FILE = /design/flow/constraint.sdc
export NUM_CORES = 4
export LEC_CHECK = 1
export CORE_UTILIZATION = 50
```
**flow/constraint.sdc**
```tcl
current_design Scrambler

set clk_period 22.3
set clk_io_pct 0.2

create_clock -name clk0 -period $clk_period [get_ports {clock}]

set non_clock_inputs [all_inputs -no_clocks]
set_input_delay [expr $clk_period * $clk_io_pct] -clock clk0 $non_clock_inputs
set_output_delay [expr $clk_period * $clk_io_pct] -clock clk0 [all_outputs]
```
**flow/design.v**
```verilog
module Scrambler(
  input         clock,
  input         reset,
  input  [63:0] io_in,
  output [63:0] io_out
);
  reg [63:0] z1;  
  reg [63:0] z2;  
  reg [63:0] z3;  
  reg [63:0] z4;  
  reg [63:0] z5;  
  reg [63:0] z6;  
  reg [63:0] z7;  
  reg [63:0] z8;  
  reg [63:0] z9;  
  reg [63:0] z10;  
  reg [63:0] z11;  
  reg [63:0] z12;  
  reg [63:0] z13;  
  reg [63:0] z14;  
  reg [63:0] z15;  
  reg [63:0] z16;  
  reg [63:0] z17;  
  reg [63:0] z18;  
  reg [63:0] z19;  
  reg [63:0] z20;  
  reg [63:0] z21;  
  reg [63:0] z22;  
  reg [63:0] z23;  
  wire [63:0] y0 = z18 + z23;  
  assign io_out = y0 + io_in;  
  always @(posedge clock) begin
    z1 <= io_out;  
    z2 <= z1;  
    z3 <= z2;  
    z4 <= z3;  
    z5 <= z4;  
    z6 <= z5;  
    z7 <= z6;  
    z8 <= z7;  
    z9 <= z8;  
    z10 <= z9;  
    z11 <= z10;  
    z12 <= z11;  
    z13 <= z12;  
    z14 <= z13;  
    z15 <= z14;  
    z16 <= z15;  
    z17 <= z16;  
    z18 <= z17;  
    z19 <= z18;  
    z20 <= z19;  
    z21 <= z20;  
    z22 <= z21;  
    z23 <= z22;  
  end
endmodule
```
==> Slide: Implementation Results <==
Key Metrics from the Run

Synthesis
  – Yosys warns: 1
  – Yosys chip area: about 35000 sq um
  – Unique cell type count in the Yosys netlist: just over 60
  – Synthesized cell area: 34600 sq um
  – Seq share, synth: about 85%
  – Flops & latches, synth: roughly 1500
  – Count of library flops with an enable pin: 0
  – Synth top area share: roughly 85%
  – Main area contributors: dfxtp_1 85%, fa_1 3.7%, ha_1 2.2%
  – Mapped Cells: 2108
  – Synth Area per Inst: ~16 sq um
  – Ys cells: between 2000 and 2500
  – Fraction of registers with async set/reset: 0%
  – Most used flip-flop cell: dfxtp_1
  – Synth area leader: dfxtp_1

Global routing
  – Total grt overflow: 0
  – Pin count of the biggest net entering global routing: 17
  – Total GRT Usage: ~15%
  – First-pass GRT wire length: between 70 and 80 mm
  – Vias in the first global route: 14822
  – Antenna violations before repair: 0

Final timing
  – Unrepaired setup endpoints after global routing: no
  – Final setup vio count: 0
  – Final Hold Fails: 0
  – Worst Max-Slew Pin Slew: 0.703 ns
  – Crit path time final: roughly 13 ns
  – Slew Limit Fails: 0
  – Setup TNS: 0 ns
  – Max Clock Skew: slightly below 0.02 ns
  – Post-layout period usage: a little under 60%
  – Slew headroom: between 50% and 60%
  – Setup slack after layout: a little over 9 ns
  – Fmax: between 0.07 and 0.08 GHz

Floorplanning
  – I/O pins: between 100 and 150
  – # rows: ~96
  – Fp_density: between 50% and 60%
  – Core area: 68600 sq um
  – Chip height: roughly 270 um
  – Die width: 265 um
  – Die area: about 70000 sq um

CTS
  – Total CTS buffers: around 130
  – Post-CTS Resized: 0
  – CTS clk-pin slew, worst paths: about 0.060 ns
  – H-tree depth: 4
  – CTS Root Cell: clkbuf_16
  – Clk latency late pin: roughly 0.7 ns
  – Post-CTS Setup Bufs: 0
  – CTS tree: yes
  – CTS sink count: between 1000 and 1500
  – Hold_buf cts: 0
  – Clock Tree Buf Depth: 3

Hold path
  – Hold WC Path Type: reg -> reg
  – Hold Crit Depth: 0
  – Worst Hold Path EP: z14[42]
  – Hold_sp: z13[42]

Setup path
  – Critical path data arrival time: slightly below 9 ns
  – CP Data Required Time: 17.84 ns
  – RR Startpoint: z18[1]
  – R2R depth: 11
  – Startpoint Class: primary input
  – Critical path type: in -> out
  – CP Max Fanout: 5
  – R2R Setup Slk: ~19 ns
  – Worst flop-to-flop path endpoint: z1[63]
  – Nature of the critical path endpoint: output pin

Detailed routing
  – Via/cell ratio: ~4.4
  – DR pass1 iterations: 5
  – Routed length per instance: ~14 um
  – Drt total wl: roughly 49 mm
  – Post-route DRC: 0
  – Post-route ant nets: 0
  – Routed via count: ~15000
  – Drt initial violations: between 600 and 700

Placed design
  – Dpl ws: roughly 9.1 ns
  – Cell total after placement: 3147
  – HPWL Detailed: 30.9 mm
  – Final GP Congestion: about 0.94
  – IO Port Bufs: 128

Finish
  – P&R area growth vs syn: 19.6%
  – Ratio of cells with drive above 1 in the final layout: 9.38%
  – Fin cells: around 3400
  – Utilization after layout: between 60% and 70%

Run
  – Max-cap violations: 0
  – OpenROAD warnings: 27

Status
  – Outcome: finished clean
[stage by stage]
stage	hold slack, ns	area (sq um)
after floorplan	0.310	34600
after global placement	0.310	37000
after detailed placement	0.312	37000
after CTS	0.312	41400
after global routing	0.317	41400
final	0.313	41400
[worst max-delay path, stage by stage]
cell and delay (ns):
clkdlybuf4s50_1 0.47, fa_1 0.51, ha_1 0.38, o21ai_0 0.12
a21oi_1 0.37, a21oi_1 0.19, nor3_1 0.60, o21ai_1 0.13
o211ai_1 0.36, a21oi_1 0.20, xnor2_1 0.42, clkdlybuf4s50_1 0.56
[cell type report]
cell class,count,area [sq um]
Multi-Input combinational cell,598,5000
Antenna cell,1,2.50
Tap cell,931,1160
Sequential cell,1472,29500
Clock inverter,39,534
Inverter,18,67.6
Clock buffer,196,3910
Timing Repair Buffer,128,1280
Fill cell,4975,27200
[worst max path at each step]
| stage | slack (ns) | cells after the start | end | from |
|---|---|---|---|---|
| 6_report | 9.06 | 12 | io_out[58] | io_in[6] |
| 5_1_grt | 8.86 | 13 | io_out[57] | io_in[1] |
| 4_1_cts | 9.05 | 13 | io_out[63] | io_in[1] |
[routing by layer]
metal,part of all wire (%),vias to the layer above,track usage [%],wire length [um]
li1,-,7406,-,-
met1,49,6995,25.6,24100
met2,42,352,21.2,20800
met3,5.0,116,3.42,2440
met4,3.3,0,5.14,1620
met5,0,-,0,0
[cell usage in the layout, fill, tap and decap left out, types with 12 or more instances in the layout]
master              n
nor2_1             34
nand3_1            14
a31oi_1            13
nor3_1             12
clkdlybuf4s50_1   128
dfxtp_1          1472
a21oi_1            83
xor2_1             20
fa_1               64
o21ai_0            42
clkinv_2           13
inv_1              18
xnor2_1            43
a21o_1             26
clkbuf_8           34
clkbuf_16         133
ha_1               62
clkbuf_1           29
nand2_1            57
nand4_1            16
[cell families (layout without fill, tap and decap cells)]
logic type / Yosys count / after routing / synth area share [%]
flops: 1472 / 1472 / 85.1
compound gates: 235 / 235 / 4.38
simple gates: 173 / 173 / 2.48
fa+ha+maj: 126 / 126 / 5.94
xor+xnor: 63 / 63 / 1.59
buf+inv: 38 / 381 / 0.466
mux: 1 / 1 / 0.0325
other cells: 0 / 1 / 0
[cell usage after synthesis, drive strengths merged (16+ instances only)]
library cell  instances
xnor2                43
nor2                 34
inv                  18
nor3                 16
nand4                16
nand2                58
a21o                 26
xor2                 20
a21oi                83
o21ai                52
dfxtp              1472
fa                   64
ha                   62
